<file path="run.sh">
#!/bin/bash
# OpenROAD 26Q1-2900-gdf79404cd8, Yosys 0.63+post, stock flow scripts
make -C /OpenROAD-flow-scripts/flow DESIGN_CONFIG=/design/flow/config.mk WORK_HOME=/design/flow/orfs finish
</file>
<file path="config.mk">
export PLATFORM = sky130hd
export DESIGN_NAME = mips
export DESIGN_NICKNAME = mips
export VERILOG_FILES = /design/flow/design.v
export SDC_FILE = /design/flow/constraint.sdc
export NUM_CORES = 4
export LEC_CHECK = 1
export CORE_UTILIZATION = 40
</file>
<file path="constraint.sdc">
current_design mips

set clk_period 22.9
set clk_io_pct 0.2

create_clock -name clk0 -period $clk_period [get_ports {clk}]

set non_clock_inputs [all_inputs -no_clocks]
set_input_delay [expr $clk_period * $clk_io_pct] -clock clk0 $non_clock_inputs
set_output_delay [expr $clk_period * $clk_io_pct] -clock clk0 [all_outputs]
</file>
<file path="design.v">
module mips(input  logic        clk, reset,
            output logic [31:0] pc,
            input  logic [31:0] instr,
            output logic        memwrite,
            output logic [31:0] aluout, writedata,
            input  logic [31:0] readdata);
  logic       regdst, regwrite, pcsrc, zero, AvsB;
  logic [1:0] memtoreg, alusrc, jump;
  logic [2:0] alucontrol;
   controller c(instr[31:26], instr[5:0],
                instr[28:26], zero, AvsB,
                memwrite, pcsrc, regdst, regwrite,
                memtoreg, alusrc, jump, alucontrol);
    datapath dp(clk, reset, pcsrc, regdst, regwrite, 
                memtoreg, alusrc, jump, alucontrol, 
                instr, readdata, pc, aluout, writedata, 
                zero, AvsB);
endmodule
module controller(input  logic [5:0] op, funct, 
                  input  logic [2:0] imFunct,
                  input  logic       zero, AvsB,
                  output logic       memwrite,
                  output logic       pcsrc, 
                  output logic       regdst, regwrite, 
                  output logic [1:0] memtoreg, alusrc, jump, 
                  output logic [2:0] alucontrol);
  logic [1:0] aluop, branch;
  maindec md(op, funct, memwrite, regdst, 
             regwrite, memtoreg, branch, 
             aluop, alusrc, jump);
  aludec ad(funct, aluop, imFunct, alucontrol);
  assign pcsrc = (branch[1] & AvsB) | (branch[0] & zero);
endmodule
module maindec(input  logic [5:0] op, funct, 
               output logic       memwrite,
               output logic       regdst, regwrite,
               output logic [1:0] memtoreg, branch,
               output logic [1:0] aluop, alusrc, jump);
  logic [12:0] controls;
  assign {regwrite, regdst, alusrc, branch, memwrite, 
          memtoreg, jump, aluop} = controls;
  always_comb
    case(op)
      6'b000000: begin
        if (funct == 5'b001000)
          controls <= 13'b0000000001000;  
        else
          controls <= 13'b1100000000010;  
      end
      6'b100011: controls <= 13'b1001000010000;  
      6'b101011: controls <= 13'b0001001000000;  
      6'b000100: controls <= 13'b0000010000001;  
      6'b001000: controls <= 13'b1001000000000;  
      6'b000010: controls <= 13'b0000000000100;  
      6'b000111: controls <= 13'b0000100000000;  
      6'b100001: controls <= 13'b1001000100000;  
      6'b001110: controls <= 13'b1010000000011;  
      6'b100100: controls <= 13'b1001000110000;  
      6'b001100: controls <= 13'b1010000000011;  
      default:   controls <= 13'bxxxxxxxxxxxxx;  
    endcase
endmodule
module aludec(input  logic [5:0] funct,
              input  logic [1:0] aluop, 
              input  logic [2:0] imFunct,
              output logic [2:0] alucontrol);
  always_comb
    case(aluop)
      2'b00: alucontrol <= 3'b010;  
      2'b01: alucontrol <= 3'b110;  
      2'b10: case(funct)            
            6'b100000: alucontrol <= 3'b010;  
            6'b100010: alucontrol <= 3'b110;  
            6'b100100: alucontrol <= 3'b000;  
            6'b100101: alucontrol <= 3'b001;  
            6'b101010: alucontrol <= 3'b111;  
            6'b000010: alucontrol <= 3'b011;  
            default:   alucontrol <= 3'bxxx;  
        endcase
      2'b11: case(imFunct)                  
            3'b100:  alucontrol <= 3'b000;  
            3'b110:  alucontrol <= 3'b101;  
            default: alucontrol <= 3'bxxx;  
        endcase
      default: alucontrol <= 3'bxxx;  
    endcase
endmodule
module datapath(input  logic         clk, reset,
                input  logic         pcsrc, regdst,
                input  logic         regwrite, 
                input  logic [1:0]   memtoreg, alusrc, jump, 
                input  logic [2:0]   alucontrol, 
                input  logic [31:0]  instr, readdata,
                output logic [31:0]  pc, 
                output logic [31:0]  aluout, writedata,
                output logic         zero, AvsB);
  logic [4:0]  writereg;
  logic [31:0] pcnext, pcnextbr, pcplus4, pcbranch;
  logic [31:0] signimm, signimmsh, zeroimm;
  logic [31:0] srca, srcb;
  logic [31:0] result, readHalf, readByte;
  logic [31:0] EMPTY;
  flopr #(32) pcreg(clk, reset, pcnext, pc);
  adder       pcadd1(pc, 32'b100, pcplus4);
  sl2         immsh(signimm, signimmsh);
  adder       pcadd2(pcplus4, signimmsh, pcbranch);
  mux2 #(32)  pcbrmux(pcplus4, pcbranch, pcsrc, pcnextbr);
  mux4 #(32)  pcmux(pcnextbr, {pcplus4[31:28],instr[25:0],2'b00}, result, EMPTY, jump, pcnext);
  regfile   rf(clk, regwrite, instr[25:21], instr[20:16], writereg, result, srca, writedata);
  mux2 #(5) wrmux(instr[20:16], instr[15:11], regdst, writereg);
  assign readHalf = 32'(signed'(readdata[15:0]));
  assign readByte = {24'b000000000000000000000000, readdata[7:0]};
  mux4 #(32) resmux(aluout, readdata, readHalf, readByte, memtoreg, result);
  signext    se(instr[15:0], signimm);
  zeroext    ze(instr[15:0], zeroimm);
  mux4 #(32) srcbmux(writedata, signimm, zeroimm, EMPTY, alusrc, srcb);
  alu        alu(srca, srcb, alucontrol, instr[10:6], aluout, zero, AvsB);
endmodule
module regfile(input  logic clk,
               input  logic we3,
               input  logic [4:0] ra1, ra2, wa3, 
               input  logic [31:0] wd3, 
               output logic [31:0] rd1, rd2);
  logic [31:0] rf[31:0];
  always_ff @(posedge clk)
    if (we3) rf[wa3] <= wd3;
  assign rd1 = (ra1 != 0) ? rf[ra1] : 0;
  assign rd2 = (ra2 != 0) ? rf[ra2] : 0;
endmodule
module adder(input  logic [31:0] a, b, 
             output logic [31:0] y);
  assign y = a + b;
endmodule
module sl2(input  logic [31:0] a,
           output logic [31:0] y);
  assign y = {a[29:0], 2'b00};
endmodule
module signext(input  logic [15:0] a, 
               output logic [31:0] y);
  assign y = {{16{a[15]}}, a};
endmodule
module zeroext(input  logic [15:0] a, 
               output logic [31:0] y);
  assign y = {16'b0000000000000000, a};
endmodule
module flopr #(parameter WIDTH = 8) 
              (input  logic             clk, reset, 
               input  logic [WIDTH-1:0] d, 
               output logic [WIDTH-1:0] q);
  always_ff @(posedge clk, posedge reset)
    if (reset) q <= 0;
    else       q <= d;
endmodule
module mux2 #(parameter WIDTH = 8) 
             (input  logic [WIDTH-1:0] d0, d1,  
              input  logic             s, 
              output logic [WIDTH-1:0] y);
  assign y = s ? d1 : d0;
endmodule
module mux4 #(parameter WIDTH = 8) 
             (input  logic [WIDTH-1:0] d0, d1, d2, d3, 
              input  logic [1:0]       s, 
              output logic [WIDTH-1:0] y);
  always_comb
    case (s)
        2'b00: y <= d0;
        2'b01: y <= d1;
        2'b10: y <= d2;
        2'b11: y <= d3;
        default: y <= d0;
    endcase
endmodule
module alu(input  logic [31:0] a, b,
           input  logic [2:0]  alucontrol, 
           input  logic [4:0]  shamt,
           output logic [31:0] result, 
           output logic        zero, AvsB);
  logic [31:0] condinvb, sum;
  assign condinvb = alucontrol[2] ? ~b : b;
  assign sum = a + condinvb + alucontrol[2];
  always_comb
    casez (alucontrol)
      3'bz00: result <= a & condinvb;
      3'b001: result <= a | condinvb;
      3'bz10: result <= sum;
      3'b111: result <= sum[31];
      3'b101: result <= a ^ b;
      3'b011: result <= condinvb >> shamt;
    endcase
  assign zero = (result == 32'b0);
  assign AvsB = a > b;
endmodule
</file>
==> impl_metrics.toml <==
# physical design summary
[timing]
setup_violations = 0
worst_pin_slew_ps = 1070
maxSlewHeadroom = 0.286
hold_viol = 0
max_freq_mhz = 58.3
rsz0062_at_grt = "false"
drv_slew = 0
clock_skew_ps = 39.1
post-route-min-period_ps = 17150
final.setup.tns_ps = 0
finalCritPeriodShare = 0.749

[worst_setup_path]
cp-end-kind = "output port"
arrival_ps = 12570
required_ps = 18320
critical_path_class = "primary input to output port"
cp_slowest_cell = "clkdlybuf4s50_1"
crit_fanout = 16
cp-start-kind = "primary input"
cp_slowest_stage_delay_ps = 750

[grt]
overflow = 0
grt_max_degree = 79
grt_pass1_wl_mm = 313
grt_pass1_vias = 42800
grt_usage = 0.317
antenna_found_initial = 7

[floorplanning]
die-width_um = 388
dieArea_mm2 = 0.151
fp_util = 0.403
die_h_um = 388
design.core.area_mm2 = 0.148
top_level_ports = 163
rows = 141

[pwr]
power_per_cell_area_mw_per_mm2 = 91.4
p_leak_nw = 23.5
total_power_w = 0.00619
ir_drop_v = 0.0000611

[yosys]
yosys_cells = 4166
xor_area_frac = 0.0162
ys_top_logic_family = "multiplexers"
syn-mean-instance-area_um2 = 14.3
synth-adder-area-share = 0.0275
synthArstFlopShare = 0.0303
synth_flop_count = 1056
synth_warnings = 38
netlist_instances = 4166
synthSimpleGateAreaFrac = 0.0682
synth-compound-area-share = 0.106
synth.distinct_cells = 108
mux_share = 0.220
syn_area_mm2 = 0.0596
ys_seq_frac = 0.529
yosys_most_used_dff = "edfxtp_1"
ys_area_mm2 = 0.0596
synth-edff-count = 1024

[place]
dp_hpwl_mm = 147
gp_congestion = 1.01
port_buffers = 162

[clock_tree]
clockBufferDepth = 3
cts_hold_buffers = 0
cts.sinks = 1056
clk_latency_ps = 740
clkTransAtPathRegs_ps = 60
cts-buffers-inserted = 110
cts.repair.resized = 0
cts-root-buf = "clkbuf_16"
post_cts_buffers = 0
cts_tree = "done"
cts_max_level = 3

[cells_and_area]
mi_logic_area_mm2 = 0.0265
fill_cells = 12700
seqCellArea_mm2 = 0.0316
drive_above_1_share = 0.207
area_delta_synth_final_pct = 13.6
final_common_cell = "edfxtp_1"
final_cell_mix = "edfxtp_1 (1,024), mux4_2 (416), mux2i_1 (325)"

[detailed_routing]
routed_via_density = 6.46
highest_layer = "met5"
drc = 0
num_vias = 41100
drt-met1-wl_mm = 71.4
ant_nets = 0
routed-wl-met2_mm = 99.7
wl_met3_mm = 38.3
drtIter0Drc = 3374
drt_wl_total_mm = 221
firstDrtPassIters = 7
wl_per_cell_um = 34.7

[job]
warnings = 59
drv_cap = 0

[worst_hold_path]
hold_class = "flop to flop"

[status]
run_status = "complete, no violations"
[cells in the mapped netlist, drive strengths merged (58+ instances only)]
| cell type | number | area share |
|---|---|---|
| a21o | 61 | 0.0077 |
| a21oi | 159 | 0.013 |
| a22oi | 151 | 0.019 |
| buf | 139 | 0.016 |
| clkbuf | 146 | 0.0092 |
| edfxtp | 1024 | 0.52 |
| ha | 128 | 0.027 |
| inv | 122 | 0.0077 |
| mux2i | 327 | 0.055 |
| mux4 | 430 | 0.16 |
| nand2 | 214 | 0.014 |
| nand2b | 58 | 0.0061 |
| nand3 | 89 | 0.0076 |
| nor2 | 227 | 0.014 |
| o21ai | 79 | 0.0068 |
| xnor2 | 85 | 0.012 |
[final cells by class]
type,instances,area share
well taps,1930,0.0357
flip-flops and latches,1056,0.466
repair buffers,351,0.0464
diodes,1,0.0000370
clock buffers,134,0.0428
multi-input cells,2699,0.392
inverters,126,0.00700
clock inverters,67,0.0102
[per-layer routing]
| layer | vias up | global-route usage |
|---|---|---|
| met5 | - | 0.0574 |
| met2 | 2881 | 0.460 |
| met3 | 486 | 0.227 |
| li1 | 17400 | - |
| met4 | 27 | 0.110 |
| met1 | 20400 | 0.370 |
[power breakdown]
part	internal (W)	leakage [nW]	switching, W
Sequential	0.00251	9.66	0.0000596
Combinational	0.000645	12.0	0.00119
Clock	0.00103	1.76	0.000756
Total	0.00418	23.5	0.00200
[path summary, 6_finish.rpt]
| check | cells after the start | start | slack (ps) | endpoint |
|---|---|---|---|---|
| max in group asynchronous | 3 | reset | 18290 | dp.pcreg.q[4] |
| max | 26 | instr[28] | 5750 | aluout[30] |
| min | 2 | dp.pcreg.q[0] | 520 | dp.pcreg.q[0] |
| min reg2reg | 2 | dp.pcreg.q[0] | 520 | dp.pcreg.q[0] |
| max reg2reg | 22 | dp.rf.rf[3][0] | 15430 | dp.pcreg.q[15] |
| min in group asynchronous | 3 | reset | 4270 | dp.pcreg.q[26] |
[registers in the layout, indices dropped and copies added (netlist names)]
| register | count |
|---|---|
| dp.pcreg.q | 32 |
| dp.rf.rf | 1024 |
[per-stage QoR]
stage          cells  area (µm²)  hold slack (ps)  setup slack, ps  utilization
2_1_floorplan   4166       59600              453             7840            -
3_3_place_gp    6162       64100              503             5960        0.434
3_5_place_dp    6162       64100              511             5980        0.434
4_1_cts         6363       67700              526             5930        0.458
5_1_grt         6363       67700              541             5300        0.458
6_report        6364       67700              524             5750        0.458
[critical path, delay by kind of cell]
kind	cells	cell delay, ps
xor gates and xnor gates	1	140
adders and majority gates	2	870
and+or+nand+nor	5	1300
muxes	1	620
buffers and inverters	4	1830
AOI/OAI and AO/OA	13	3200
[cells by family (layout without fill, tap and decap cells)]
logic type                 count (synthesis)  in the layout
other                                      0              1
adders and majority gates                130            130
DFF                                     1056           1056
AOI/OAI and AO/OA                        873            873
xor gates and xnor gates                 110            110
and+or+nand+nor                          823            823
muxes                                    763            763
buffers and inverters                    411            678
No activity file was given, so power comes from the tool's default toggle rates.
